<file path="/design/flow/run.sh">
#!/bin/bash
# OpenROAD 26Q1-2900-gdf79404cd8, Yosys 0.63+post, stock flow scripts
make -C /OpenROAD-flow-scripts/flow DESIGN_CONFIG=/design/flow/config.mk WORK_HOME=/design/flow/orfs finish
</file>
<file path="/design/flow/config.mk">
export PLATFORM = sky130hd
export DESIGN_NAME = led_matrix_driver
export DESIGN_NICKNAME = led_matrix_driver
export VERILOG_FILES = /design/flow/design.v
export SDC_FILE = /design/flow/constraint.sdc
export NUM_CORES = 4
export LEC_CHECK = 1
export CORE_AREA = 10 10 91 91
export DIE_AREA = 0 0 101 101
</file>
<file path="/design/flow/constraint.sdc">
current_design led_matrix_driver

set clk_period 5.2
set clk_io_pct 0.2

create_clock -name clk0 -period $clk_period [get_ports {clock}]

set non_clock_inputs [all_inputs -no_clocks]
set_input_delay [expr $clk_period * $clk_io_pct] -clock clk0 $non_clock_inputs
set_output_delay [expr $clk_period * $clk_io_pct] -clock clk0 [all_outputs]
</file>
<file path="/design/flow/design.v">
module led_matrix_driver (clock, red_array, green_array, red_driver,
green_driver, row_sink);
	input clock;
	input [7:0][7:0] red_array, green_array;
	output reg [7:0] red_driver, green_driver, row_sink;
	reg [2:0] count; 
	always @(posedge clock)
	count <= count + 3'b001; 
	always @(*) 
	 case (count) 
		3'b000: row_sink = 8'b11111110; 
		3'b001: row_sink = 8'b11111101;
		3'b010: row_sink = 8'b11111011;
		3'b011: row_sink = 8'b11110111; 
		3'b100: row_sink = 8'b11101111;
		3'b101: row_sink = 8'b11011111; 
		3'b110: row_sink = 8'b10111111; 
		3'b111: row_sink = 8'b01111111;
	 endcase 
	assign red_driver = red_array[count];
	assign green_driver = green_array[count];
endmodule 
</file>
==> results.tsv <==
stage	metric	value	unit
floorplan	dieHeight	101	µm
detailed_routing	ant_nets	0	
timing	relSlewSlack	52.1	%
yosys	synth_warnings	3	
final_layout	layout.cells.most_common	clkdlybuf4s50_1	
detailed_routing	post_drt_wl_per_cell	19.2	µm
detailed_routing	dr_total_vias	1391	
global_route	grt_pass1_vias	1593	
setup_path	critical_path_class	input pin to output pin	
global_route	grt_max_degree	20	
power_and_ir_drop	leakage	0.00107	µW
floorplan	fp.coreArea	0.00635	mm²
yosys	yosys_cells	85	
detailed_routing	route.final.wire_length	5.97	mm
place	hpwl	5.27	mm
yosys	syn_inst	85	
cts	cts_made_buffers	3	
floorplan	initCoreUtil	21.9	%
yosys	top_area_share	45.3	%
detailed_routing	drt_iter0_drc	17	
yosys	yosysTopAreaCell	mux4_1	
floorplan	num_rows	29	
cts	cts_resized	0	
setup_path	cp-start-kind	input pin	
floorplan	die_w	101	µm
cts	cts_tree	done	
global_route	antenna_found_initial	0	
yosys	netlist_area	0.00139	mm²
cts	worstSkewPairLatency	0.23	ns
global_route	track_usage	11.1	%
power_and_ir_drop	max-vdd-ir-drop	0.155	mV
timing	setup_tns	0	ns
setup_path	worstPathRequired	4.16	ns
floorplan	io_pins	153	
min_path	hold_path.class	register to register	
setup_path	arrival	2.65	ns
detailed_routing	via_per_inst	4.47	
run	warnings	29	
yosys	syn-mean-instance-area	16.4	µm²
final_layout	final_util	47.3	%
timing	setup-violations-final	0	
setup_path	end_kind	output pin	
timing	drv_slew	0	
detailed_routing	firstDrtPassIters	4	
floorplan	die_area	0.0102	mm²
place	io_buffers	152	
yosys	ys_seq_share	15.8	%
run_status	status	complete, no violations	
timing	post-route-period-util	71.0	%
cts	postCtsSetupRepairBufs	0	
setup_path	rrSetupSlack	3.73	ns
yosys	numSynthFlops	11	
global_route	grt_pass1_wl	8.76	mm
detailed_routing	drcViolationCount	0	
cts	htreeDepth	1	
final_layout	area_growth	116	%
cts	hold_buffers	0	
final_layout	drive_gt1_share	13.2	%
place	gp_congestion	0.809	
final_layout	lay_top_cells	clkdlybuf4s50_1, mux4_1, mux2_2	
yosys	topCellsByArea	mux4_1, dfxtp_1, mux2_2, mux4_2, ha_1	
power_and_ir_drop	p_per_area	98.4	mW/mm²
cts	clockBufferDepth	2	
detailed_routing	diodes	0	
timing	worstMarginPinSlew	0.717	ns
run	maxCapViolCount	0	
yosys	synthDistinctLibCells	13	
timing	max_freq	0.271	GHz
cts	cts_sinks	11	
global_route	grt_overflow	0	
cts	path_clk_slew	0.05	ns
cts	clockRootBuffer	clkbuf_8	
timing	final.min_clock_period	3.69	ns
yosys	ys_chip_area	0.00139	mm²
timing	skew	0.00253	ns
timing	hold_viol	0	
setup_path	path_max_fanout	1	
timing	grt_setup_unrepaired	false	
[final cells by class]
class                   count  area, µm²
multi-input cells          62       1090
inverters                   3       11.3
repair buffers            154       1540
clock buffers               4       45.0
well taps                  77       96.3
fillers                   558       3350
flip-flops and latches     11        221
[path summary, 6_finish.rpt]
| kind | from | end | cells after the start |
|---|---|---|---|
| max | green_array[25] | green_driver[1] | 4 |
| min | count[1] | row_sink[4] | 2 |
| max reg2reg | count[0] | row_sink[7] | 4 |
| min reg2reg | count[1] | row_sink[4] | 2 |
[cell families (layout without fill, tap and decap cells)]
logic type                 count (synthesis)  after routing  synth area share (%)
xor gates and xnor gates                   1              1                 0.630
and+or+nand+nor                            8              8                  2.16
adders and majority gates                  5              5                  4.50
buffers and inverters                     12            161                  5.66
DFF                                       11             11                  15.8
muxes                                     48             48                  71.2
[through the flow]
stage	worst slack (ns)	std cells	power [µW]	cell area, µm²	hold WS (ns)
global route	1.41	311	312	3000	0.672
finish	1.51	311	296	3000	0.626
global placement	1.48	307	216	2960	0.616
CTS	1.48	311	301	3000	0.631
floorplan	2.41	85	108	1390	0.589
detailed placement	1.50	307	217	2960	0.622
[cell usage after synthesis, drive strengths merged]
cell and number:
dfxtp 11, nand2 8, buf 8, ha 5
inv 3, mux4 32, xnor2 1, clkbuf 1
mux2 16
[power breakdown]
part | total [µW] | switching [µW] | internal [µW]
Sequential | 84.5 | 0 | 84.5
Combinational | 129 | 17.0 | 112
Clock | 81.7 | 28.2 | 53.5
Total | 296 | 45.2 | 250
[state kept, by name, indices dropped and copies added, names as in the netlist]
register,count
count,3
row_sink,8
[worst max-delay path, stage by stage]
cell	delay (ns)
clkdlybuf4s50_1	0.40
mux4_1	0.51
mux2_2	0.28
clkdlybuf4s50_1	0.43
[routing by layer]
layer,GRT usage (%),wire length [µm]
met5,0,0
met4,0.429,5
met3,4.16,558
met2,20.2,3230
met1,12.7,2180
Power and IR drop assume default switching activity.
